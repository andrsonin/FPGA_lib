==> /design/flow/design.v <==
interface AXI4_STREAM_IO #(
    parameter int BUS_WIDTH = 32
  )(
    input bit clk,
    input bit rst
  );
  bit                                           tready;
  bit   [(((((BUS_WIDTH-1) /8) +1) *8)-1):0]    tdata;
  bit   [((((BUS_WIDTH-1) /8) +1) -1):0]        tkeep;
  bit                                           tlast;
  bit                                           tvalid;
  modport slave(
            output  tready,
            input   tdata,
            input   tkeep,
            input   tlast,
            input   tvalid
          );
  modport master(
            input    tready,
            output   tdata,
            output   tkeep,
            output   tlast,
            output   tvalid
          );
endinterface
module I2C_M_CTRL
(
    output wire         s_axis_tready,
    input  wire [07:00] s_axis_tdata,
    input  wire         s_axis_tvalid,
    input  wire         s_axis_tlast,
    input  wire         m_axis_tready,
    output reg  [07:00] m_axis_tdata,
    output reg          m_axis_tvalid,
    output reg          m_axis_tlast,
    input  wire reset,
    input  wire aresetn,
    input  wire aclk
);
localparam lp_COM_NUM       = 9;
localparam lp_COM_REPEAT    = 0;
reg [07:00] axi_commands[lp_COM_NUM-1:00] ;
initial begin
    axi_commands[0] = 8'b11111010;  
    axi_commands[1] = 8'b01100100;  
    axi_commands[2] = 8'b11111000;  
    axi_commands[3] = 8'b00000010;  
    axi_commands[4] = 8'b10101110;  
    axi_commands[5] = 8'b11001101;  
    axi_commands[6] = 8'b10101110;  
    axi_commands[7] = 8'b11001101;  
    axi_commands[8] = 8'b11101010;   
end
assign s_axis_tready = 1'b1;
integer cnt;
initial begin
    cnt = 0;
end
always @(posedge aclk, negedge aresetn) begin
    if(!aresetn)begin
        cnt             <= 0;
        m_axis_tdata    <= 'd0;
        m_axis_tvalid   <= 1'b0;
        m_axis_tlast    <= 1'b0;
    end
    else if(reset)begin
        cnt             <= 0;
        m_axis_tdata    <= 'd0;
        m_axis_tvalid   <= 1'b0;
        m_axis_tlast    <= 1'b0;
    end
    else begin
        if((!m_axis_tvalid) | m_axis_tready)begin
            if((cnt == (lp_COM_NUM -1)) | (cnt == 'd5)) begin
                cnt             <= cnt +1;
                m_axis_tdata    <= axi_commands [cnt];
                m_axis_tvalid   <= 1'b1;
                m_axis_tlast    <= 1'b1;
            end
            else if(cnt < (lp_COM_NUM -1))begin
                cnt             <= cnt +1;
                m_axis_tdata    <= axi_commands [cnt];
                m_axis_tvalid   <= 1'b1;
                m_axis_tlast    <= 1'b0;
            end
            else begin
                if(lp_COM_REPEAT)begin
                    cnt             <= 0;
                end
                else begin
                    cnt             <= cnt;
                end
                m_axis_tdata    <= 'd0;
                m_axis_tvalid   <= 1'b0;
                m_axis_tlast    <= 1'b0;
            end
        end
        else begin
            cnt             <= cnt;
            m_axis_tdata    <= m_axis_tdata;
            m_axis_tvalid   <= m_axis_tvalid;
            m_axis_tlast    <= m_axis_tlast;
        end
    end
end
endmodule
==> /design/flow/run.sh <==
#!/bin/bash
# OpenROAD 26Q1-2900-gdf79404cd8, Yosys 0.63+post, stock flow scripts
make -C /OpenROAD-flow-scripts/flow DESIGN_CONFIG=/design/flow/config.mk WORK_HOME=/design/flow/orfs finish
==> /design/flow/config.mk <==
export PLATFORM = sky130hd
export DESIGN_NAME = I2C_M_CTRL
export DESIGN_NICKNAME = I2C_M_CTRL
export VERILOG_FILES = /design/flow/design.v
export SDC_FILE = /design/flow/constraint.sdc
export NUM_CORES = 4
export LEC_CHECK = 1
export CORE_UTILIZATION = 50
==> /design/flow/constraint.sdc <==
current_design I2C_M_CTRL

set clk_period 4.9
set clk_io_pct 0.2

create_clock -name clk0 -period $clk_period [get_ports {aclk}]

set non_clock_inputs [all_inputs -no_clocks]
set_input_delay [expr $clk_period * $clk_io_pct] -clock clk0 $non_clock_inputs
set_output_delay [expr $clk_period * $clk_io_pct] -clock clk0 [all_outputs]
==> report_table.html <==
<h2>Synthesis and place &amp; route</h2>
<table>
<tr><th>Metric</th><th>Value</th></tr>
<tr><th colspan="2">Status</th></tr>
<tr><td>Run status</td><td>completed</td></tr>
<tr><th colspan="2">Power and ir drop</th></tr>
<tr><td>Static leakage</td><td>~1.1 nW</td></tr>
<tr><td>PwrDens</td><td>about 280 nW/µm²</td></tr>
<tr><td>Combinational fraction of design power</td><td>8.7%</td></tr>
<tr><td>Fraction of power consumed by sequential logic</td><td>47.8%</td></tr>
<tr><td>Clock network fraction of total power</td><td>a little over two fifths</td></tr>
<tr><td>Switching portion of total power</td><td>22.15%</td></tr>
<tr><td>Overall power of the completed layout</td><td>744.3 µW</td></tr>
<tr><td>Cell-internal power</td><td>579.4 µW</td></tr>
<tr><td>Peak supply drop</td><td>roughly 230 µV</td></tr>
<tr><td>Net switching power</td><td>between 150 and 200 µW</td></tr>
<tr><th colspan="2">Clocking</th></tr>
<tr><td>Number of buffers added to fix hold violations after cts</td><td>0</td></tr>
<tr><td>CTS tree</td><td>yes</td></tr>
<tr><td>Clock transition at the registers of the reported paths</td><td>0.08 ns</td></tr>
<tr><td>Post-CTS sizing</td><td>0</td></tr>
<tr><td>H-tree lvl count</td><td>2</td></tr>
<tr><td>CTS sink cnt</td><td>41</td></tr>
<tr><td>Number of buffers inserted by post-CTS setup repair</td><td>0</td></tr>
<tr><td>Clock latency reported for the late side of the worst-skew pair</td><td>0.29 ns</td></tr>
<tr><td>Root Buffer</td><td>sky130_fd_sc_hd__clkbuf_8</td></tr>
<tr><td>Clock buffers created by TritonCTS</td><td>5</td></tr>
<tr><td>Maximum buffer depth of the clock tree</td><td>2</td></tr>
<tr><th colspan="2">Setup path</th></tr>
<tr><td>Cell chain of the critical path</td><td>nor4_1 &gt; nand4_1 &gt; o31a_2 &gt; buf_4 &gt; or4_1 &gt; a21oi_1</td></tr>
<tr><td>Reg-to-reg endpoint</td><td>cnt[29]$_DFFE_PN0P_</td></tr>
<tr><td>Reg2Reg Launch Point</td><td>cnt[6]$_DFFE_PN0P_</td></tr>
<tr><td>Setup slack, reg-to-reg</td><td>2.24 ns</td></tr>
<tr><td>Element type at the critical path start</td><td>register</td></tr>
<tr><td>CP arrival</td><td>2.88 ns</td></tr>
<tr><td>Worst-path fanout max</td><td>34</td></tr>
<tr><td>Kind of cell adding the most delay to the critical path</td><td>simple AND/OR/NAND/NOR gates</td></tr>
<tr><td>FF-to-FF path depth</td><td>6</td></tr>
<tr><td>Master of the slowest instance on the critical path</td><td>sky130_fd_sc_hd__o31a_2</td></tr>
<tr><td>Worst Path Buf+Inv</td><td>1</td></tr>
<tr><td>Type of the worst setup path</td><td>reg -&gt; reg</td></tr>
<tr><td>Kind of end point of the critical path</td><td>register</td></tr>
<tr><td>Crit path required time</td><td>approximately 5.1 ns</td></tr>
<tr><td>Biggest cell delay along the critical path</td><td>0.60 ns</td></tr>
<tr><th colspan="2">STA</th></tr>
<tr><td>Post-route fraction of the period consumed by the critical path</td><td>54.30%</td></tr>
<tr><td>Peak clock frequency supported by timing</td><td>about 380 MHz</td></tr>
<tr><td>Sum Neg Setup Slack</td><td>0 ns</td></tr>
<tr><td>Unrepaired setup endpoints after global routing</td><td>false</td></tr>
<tr><td>Actual transition at the worst max-transition pin</td><td>0.7729 ns</td></tr>
<tr><td>Hold_ws</td><td>0.5175 ns</td></tr>
<tr><td>Count of final max-slew check failures</td><td>0</td></tr>
<tr><td>Final setup violation count</td><td>0</td></tr>
<tr><td>Worst slew margin relative to its limit</td><td>48.00%</td></tr>
<tr><td>Fin crit period</td><td>2.661 ns</td></tr>
<tr><td>Clock Skew</td><td>0.003541 ns</td></tr>
<tr><td>Hold Vio Cnt, Final</td><td>0</td></tr>
<tr><th colspan="2">Floorplan</th></tr>
<tr><td>Core area</td><td>around 4500 µm²</td></tr>
<tr><td>Init Core Util</td><td>between 50% and 60%</td></tr>
<tr><td>Die Span Y</td><td>roughly 72 µm</td></tr>
<tr><td>Placement row count</td><td>24</td></tr>
<tr><td>Area of the die</td><td>a little over 5000 µm²</td></tr>
<tr><td>Die X</td><td>71.59 µm</td></tr>
<tr><td>I/O pin count</td><td>25</td></tr>
<tr><th colspan="2">Synth</th></tr>
<tr><td>Proportion of netlist area held by the largest area contributor</td><td>42.38%</td></tr>
<tr><td>Yosys top cell by instances</td><td>sky130_fd_sc_hd__dfrtp_1</td></tr>
<tr><td>Cell type contributing the most total cell area after synthesis</td><td>sky130_fd_sc_hd__dfrtp_1</td></tr>
<tr><td>Main area contributors</td><td>sky130_fd_sc_hd__dfrtp_1 (42%), sky130_fd_sc_hd__a21oi_1 (5.0%), sky130_fd_sc_hd__nor4_1 (3.9%)</td></tr>
<tr><td>Part of the Yosys area used for sequential elements</td><td>42.38%</td></tr>
<tr><td>Commonest flop</td><td>sky130_fd_sc_hd__dfrtp_1</td></tr>
<tr><td>Count of cell types in the netlist</td><td>roughly 40</td></tr>
<tr><td>Number of flip-flops and latches in the synthesized netlist</td><td>41</td></tr>
<tr><td>Count of warnings emitted by yosys</td><td>1</td></tr>
<tr><td>Post-Syn Area per Cell</td><td>8.804 µm²</td></tr>
<tr><td>Total standard cell area after synthesis</td><td>2421 µm²</td></tr>
<tr><td>Proportion of register bits with asynchronous set or reset after synthesis</td><td>100.0%</td></tr>
<tr><td>Synth cell count leaders</td><td>sky130_fd_sc_hd__dfrtp_1 (41), sky130_fd_sc_hd__a21oi_1 (24), sky130_fd_sc_hd__nand2_1 (19)</td></tr>
<tr><td>Chip Area, Yosys</td><td>2421 µm²</td></tr>
<tr><td># Cells Yosys</td><td>~280</td></tr>
<tr><td>Number of instances in the synthesized netlist</td><td>275</td></tr>
<tr><td>EDFF count, synth</td><td>0</td></tr>
<tr><th colspan="2">Place</th></tr>
<tr><td>HPWL Detailed</td><td>3364 µm</td></tr>
<tr><td>Gpl congestion</td><td>0.8234</td></tr>
<tr><td>Buffers added on ports</td><td>13</td></tr>
<tr><th colspan="2">Min path</th></tr>
<tr><td>Hold-critical path depth</td><td>1</td></tr>
<tr><td>Path class of the lowest-slack min-delay path</td><td>reg -&gt; reg</td></tr>
<tr><td>Hold wc startpoint</td><td>m_axis_tdata[4]$_DFFE_PN0P_</td></tr>
<tr><td>Endpoint of the worst hold path</td><td>m_axis_tdata[4]$_DFFE_PN0P_</td></tr>
<tr><th colspan="2">Drt</th></tr>
<tr><td>DRT antenna net count</td><td>0</td></tr>
<tr><td>DRC violation count after routing</td><td>0</td></tr>
<tr><td>Number of detailed-routing iterations run before antenna repair</td><td>4</td></tr>
<tr><td>Number of DRC markers in iteration 0</td><td>162</td></tr>
<tr><td>Per-cell routed wire length</td><td>16.29 µm</td></tr>
<tr><td>Routed Wire Length</td><td>5391 µm</td></tr>
<tr><td>Count of vias placed by the detailed router</td><td>2087</td></tr>
<tr><td>Number of inserted diodes</td><td>0</td></tr>
<tr><td>Post-detailed-route via-to-cell ratio</td><td>roughly 6.3</td></tr>
<tr><th colspan="2">Global route</th></tr>
<tr><td>First-pass GRT wire length</td><td>9515 µm</td></tr>
<tr><td>Largest net degree at the start of global routing</td><td>42</td></tr>
<tr><td>Vias in the first global route</td><td>about 1900</td></tr>
<tr><td>Antenna violations before repair</td><td>0</td></tr>
<tr><td>Overflow left after global routing</td><td>0</td></tr>
<tr><td>Tot GR Track Use</td><td>24.48%</td></tr>
<tr><th colspan="2">Finish</th></tr>
<tr><td>Post-Route Utilization</td><td>between 50 and 60%</td></tr>
<tr><td>Area Overhead vs Synth</td><td>10.80%</td></tr>
<tr><td>Layout cells sized above 1</td><td>8.961%</td></tr>
<tr><th colspan="2">Job</th></tr>
<tr><td>Log Warnings</td><td>40</td></tr>
<tr><td>Maximum Capacitance Violations</td><td>0</td></tr>
</table>
==> cells in the final DEF (no fill, tap or decap), types with 2 or more instances in the layout <==
cell | Yosys | routed
sky130_fd_sc_hd__inv_1 | 8 | 8
sky130_fd_sc_hd__nand4_1 | 14 | 14
sky130_fd_sc_hd__o21a_1 | 5 | 5
sky130_fd_sc_hd__mux2_2 | 6 | 6
sky130_fd_sc_hd__dfrtp_1 | 41 | 41
sky130_fd_sc_hd__o21ai_0 | 12 | 12
sky130_fd_sc_hd__nor3_1 | 4 | 4
sky130_fd_sc_hd__or3_1 | 11 | 11
sky130_fd_sc_hd__o31ai_1 | 8 | 8
sky130_fd_sc_hd__clkdlybuf4s50_1 | 0 | 12
sky130_fd_sc_hd__a21oi_1 | 24 | 24
sky130_fd_sc_hd__nand2_1 | 19 | 19
sky130_fd_sc_hd__o31a_1 | 6 | 5
sky130_fd_sc_hd__o311ai_0 | 2 | 2
sky130_fd_sc_hd__nor2b_1 | 5 | 4
sky130_fd_sc_hd__and4_1 | 3 | 3
sky130_fd_sc_hd__ha_1 | 4 | 4
sky130_fd_sc_hd__a211o_1 | 3 | 3
sky130_fd_sc_hd__or4_1 | 9 | 9
sky130_fd_sc_hd__or2_2 | 3 | 3
sky130_fd_sc_hd__and3_1 | 5 | 5
sky130_fd_sc_hd__bufinv_16 | 0 | 2
sky130_fd_sc_hd__clkbuf_8 | 0 | 5
sky130_fd_sc_hd__nor2_1 | 16 | 16
sky130_fd_sc_hd__o41ai_1 | 2 | 2
sky130_fd_sc_hd__buf_4 | 2 | 4
sky130_fd_sc_hd__a32o_1 | 2 | 2
sky130_fd_sc_hd__nor4_1 | 15 | 15
sky130_fd_sc_hd__nand3_1 | 16 | 16
==> layer usage <==
layer,global-route usage (%),vias to the layer above,routed length (µm)
met2,36.72,42,2385
met1,40.32,990,2684
li1,-,1048,-
met5,0,-,0
met3,4.280,7,268
met4,3.486,0,53
==> logic make-up (layout without fill, tap and decap cells) <==
| logic type | after synthesis | count (layout) | share of synthesized area (%) |
|---|---|---|---|
| AOI/OAI and AO/OA | 67 | 67 | 17.99 |
| adders and majority gates | 4 | 4 | 2.067 |
| buffers and inverters | 30 | 34 | 5.374 |
| DFF | 41 | 41 | 42.38 |
| muxes | 7 | 7 | 3.204 |
| other | 1 | 1 | 0.1549 |
| and+or+nand+nor | 125 | 125 | 28.84 |
==> power by group through the flow <==
| stage | registers [mW] | clock network [mW] | logic [mW] |
|---|---|---|---|
| CTS | 0.356 | 0.334 | 0.0666 |
| global route | 0.357 | 0.346 | 0.0752 |
| finish | 0.356 | 0.324 | 0.0650 |
==> through the flow <==
| stage | worst slack, ns | area, µm² | instances |
|---|---|---|---|
| CTS | 2.248 | 2683 | 331 |
| global placement | 2.007 | 2549 | 323 |
| global route | 2.040 | 2683 | 331 |
| finish | 2.239 | 2683 | 331 |
| floorplan | 2.842 | 2421 | 275 |
| detailed placement | 1.991 | 2549 | 323 |
==> cell type report <==
type                    count  area, µm²
flip-flops and latches     41       1026
clock buffers               5      68.82
fillers                   401       1822
well taps                  52      65.06
multi-input cells         204       1269
repair buffers             17      155.1
clock inverters             3      65.06
inverters                   9      33.78
==> state kept, by name, summed over array words and instances, names as in the netlist <==
name	flops
cnt	32
m_axis_tdata	7
m_axis_tlast	1
m_axis_tvalid	1
==> worst max path at each step <==
stage	startpoint	to	slack, ns	cells after the start
4_1_cts	cnt[6]$_DFFE_PN0P_	cnt[29]$_DFFE_PN0P_	2.25	6
6_report	cnt[6]$_DFFE_PN0P_	cnt[29]$_DFFE_PN0P_	2.24	6
5_1_grt	cnt[6]$_DFFE_PN0P_	cnt[29]$_DFFE_PN0P_	2.04	6
Power and IR drop assume default switching activity.
